==> design.v <==
module regfile
#(
    parameter reg_num = 32
)
(
    input                      clk,
    input                      rst_n,
    input                      wb_rd_en_i,
    input [5-1:0] wb_rd_idx_i,
    input [32-1:0]          wb_rd_wdata_i,
    input                      id_rs1_en_i,
    input                      id_rs2_en_i,
    input [5-1:0] id_rs1_idx_i,
    input [5-1:0] id_rs2_idx_i,
    output reg [32-1:0]     rf_rs1_rdata_o,
    output reg [32-1:0]     rf_rs2_rdata_o,
    output reg [32-1:0]     rf_rs1_x1_rdata_o
);
    reg [32-1:0] reg_data [1:reg_num-1];
    integer i;
    always @(posedge clk or negedge rst_n) begin
        if(~rst_n) begin: reset
            for(i = 0; i < reg_num; i++) begin
                reg_data[i] <= 32'b0;
            end
        end else if(wb_rd_en_i & (wb_rd_idx_i != 5'd0)) begin
            reg_data[wb_rd_idx_i] <= wb_rd_wdata_i;
        end
    end
    assign rf_rs1_x1_rdata_o = reg_data[1];
    assign rf_rs1_rdata_o = ((id_rs1_idx_i == 5'd0) | ~id_rs1_en_i)   ? 32'b0
                          : ((id_rs1_idx_i == wb_rd_idx_i) & wb_rd_en_i) ? wb_rd_wdata_i
                          : reg_data[id_rs1_idx_i];
    assign rf_rs2_rdata_o = ((id_rs2_idx_i == 5'd0) | ~id_rs2_en_i)   ? 32'b0
                          : ((id_rs2_idx_i == wb_rd_idx_i) & wb_rd_en_i) ? wb_rd_wdata_i
                          : reg_data[id_rs2_idx_i];
endmodule
==> run.sh <==
#!/bin/bash
# OpenROAD 26Q1-2900-gdf79404cd8, Yosys 0.63+post, stock flow scripts
make -C /OpenROAD-flow-scripts/flow DESIGN_CONFIG=/design/flow/config.mk WORK_HOME=/design/flow/orfs finish
==> config.mk <==
export PLATFORM = sky130hd
export DESIGN_NAME = regfile
export DESIGN_NICKNAME = regfile
export VERILOG_FILES = /design/flow/design.v
export SDC_FILE = /design/flow/constraint.sdc
export NUM_CORES = 4
export LEC_CHECK = 1
export CORE_UTILIZATION = 30
==> constraint.sdc <==
current_design regfile

set clk_period 20.2
set clk_io_pct 0.2

create_clock -name clk0 -period $clk_period [get_ports {clk}]

set non_clock_inputs [all_inputs -no_clocks]
set_input_delay [expr $clk_period * $clk_io_pct] -clock clk0 $non_clock_inputs
set_output_delay [expr $clk_period * $clk_io_pct] -clock clk0 [all_outputs]
==> impl_metrics.json <==
{
  "reg2reg_depth": 1,
  "setup_violations": 0,
  "ys_ff": 992,
  "ys_chip_area_mm2": 0.0506,
  "hp-class": "register to register",
  "async_flop_share": 1.00,
  "cp.depth": 10,
  "leakage_nw": 25.3,
  "arrival_ps": 8790,
  "p_int_mw": 4.02,
  "flop_cell": "dfrtp_1",
  "min_path_cells": 1,
  "vias_per_cell": 6.87,
  "p_clk_frac": 0.367,
  "hold_buffers": 0,
  "crit_required_ps": 16160,
  "timing.final.max_slew_violations": 0,
  "grt_pass1_vias": 44398,
  "rows": 150,
  "top_regs": "reg_data x992",
  "ys_types": 71,
  "setup_slack_ps": 7370,
  "syn_avg_cell_area_um2": 11.7,
  "power.switching_mw": 1.73,
  "period_minus_slack_ps": 12830,
  "rsz0062_at_grt": "false",
  "numClockSinks": 992,
  "wl_per_cell_um": 42.6,
  "powerDensity_mw_per_mm2": 97.3,
  "numCtsBuffers": 109,
  "slew_headroom": 0.249,
  "core_area_mm2": 0.167,
  "startpoint_type": "input pin",
  "setup.worst_path.class": "input pin to output pin",
  "io_pins": 148,
  "ys_seq_frac": 0.491,
  "synthCells": 4335,
  "h-tree-depth": 3,
  "root_buffer": "clkbuf_16",
  "drtPass1Iterations": 13,
  "p_seq_frac": 0.490,
  "warnings": 38,
  "switching_share": 0.300,
  "ant_nets": 0,
  "clk_latency_ps": 740,
  "fin_util": 0.353,
  "cts_resized": 0,
  "outcome": "completed",
  "syn_area_mm2": 0.0506,
  "finalClockPeriodUsage": 0.635,
  "die_w_um": 413,
  "drc": 0,
  "skew_ps": 0,
  "fp_util": 0.302,
  "hold_viol_final": 0,
  "crit_chain": "clkdlybuf4s50_1 -> buf_4 -> nand2_1 -> nor2_4 -> buf_4 -> a22oi_1 -> nand2_1 -> nor4_1 -> a21oi_1 -> clkdlybuf4s50_1",
  "grt_use_total": 0.341,
  "ir_worst_vdd_mv": 0.0687,
  "power_frac_comb": 0.143,
  "synth_warnings": 5,
  "setup_tns_ps": 0,
  "cpPeakStageDelay_ps": 800,
  "finalWirelength_um": 285000,
  "grt.overflow.total": 0,
  "top_register": "reg_data",
  "antenna_found_initial": 24,
  "crit_fanout": 26,
  "dpl_worst_slack_ps": 7760,
  "drv_cap": 0,
  "grt_pass1_wl_um": 384000,
  "largest_register_ffs": 992,
  "fmax_mhz": 78.0,
  "critPathBufInv": 4,
  "edf_count": 0,
  "finalWeightedCongestion": 1.04,
  "final_layout_size_suffix_gt1_frac": 0.338,
  "initialDrtViolationCount": 6209,
  "worst_pin_slew_ps": 1130,
  "cts_setup_buffers": 0,
  "dieArea_mm2": 0.170,
  "die_y_um": 413,
  "grt_max_degree": 126,
  "yosys-stat-cells": 4335,
  "vias": 46012,
  "path_clk_slew_ps": 60,
  "end_kind": "output pin",
  "cts_tree": "built",
  "cp_slowest_cell": "nor2_4",
  "dp_hpwl_um": 171000,
  "io_buffers": 147,
  "crit_family": "buffers and inverters",
  "cts.path.max_buffers": 3,
  "area_delta_synth_final_pct": 16.8
}
==> cell type report <==
type | instances | area [um2]
inverters | 7 | 26.3
clock inverters | 42 | 532
repair buffers | 366 | 3120
fillers | 16124 | 108000
flip-flops and latches | 992 | 24800
diodes | 27 | 67.6
multi-input cells | 2897 | 24600
clock buffers | 159 | 3210
well taps | 2204 | 2760
==> Yosys cell counts (7+ instances only) <==
cell type	instances	area (um2)
o221a_2	7	78.8
nor2_2	8	50.1
and3_1	146	913
nand3_1	81	405
a221oi_1	72	631
nor2_1	100	375
o21ai_0	56	280
o21ai_1	12	60.1
and4_1	10	87.6
nand4_1	125	782
a21oi_1	68	340
and2_1	8	50.1
nand2b_1	14	87.6
mux2i_1	9	90.1
a22o_1	86	753
inv_1	7	26.3
clkbuf_1	260	976
mux2_1	25	282
a32oi_1	11	96.3
nand2_1	162	608
nor4_1	37	231
nand3b_1	14	105
mux2_2	977	11000
a2111oi_0	46	403
nor3b_1	7	52.6
a211oi_1	7	52.6
buf_1	70	263
buf_2	101	505
nor2b_1	14	87.6
dfrtp_1	992	24800
a22oi_1	657	4930
nor3_1	37	185
xor2_1	8	70.1
a31oi_1	11	68.8
==> power groups by stage <==
stage / combinational, mW / clock (mW) / sequential (mW)
CTS: 0.807 / 2.12 / 2.79
global route: 0.869 / 2.20 / 2.84
finish: 0.824 / 2.11 / 2.81
==> logic make-up after synthesis <==
kind of cell    count (synthesis)  share of synthesized area
compound gates               1069                      0.159
buf+inv                       446                     0.0366
flops                         992                      0.491
simple gates                  807                     0.0870
mux                          1011                      0.225
xor+xnor                       10                    0.00173
==> per-layer routing <==
| metal | global-route usage | routed length, um | up-vias |
|---|---|---|---|
| met2 | 0.443 | 111000 | 4522 |
| met1 | 0.409 | 99100 | 22937 |
| met5 | 0.0424 | 937 | - |
| met3 | 0.230 | 49700 | 1625 |
| met4 | 0.205 | 24300 | 47 |
| li1 | - | - | 16881 |
==> path summary, 6_finish.rpt <==
path	end	slack (ps)	startpoint
worst max-delay path	rf_rs2_rdata_o[29]	7370	id_rs2_idx_i[3]
worst min-delay path	reg_data[8][16]	520	reg_data[8][16]
worst max register to register	reg_data[1][22]	19230	reg_data[1][22]
worst min register to register	reg_data[8][16]	520	reg_data[8][16]
max in group asynchronous	reg_data[28][21]	12650	rst_n
min in group asynchronous	reg_data[6][7]	3260	rst_n
==> stage by stage <==
step	area, um2	hold slack, ps	std cells	total power [mW]
floorplan	50600	479	4335	3.11
global route	59000	534	6673	5.91
detailed placement	55300	494	6466	3.62
global placement	55300	490	6466	3.61
CTS	59000	518	6667	5.72
finish	59100	521	6694	5.75
==> cell usage in the layout (no fill, tap or decap), types with 14 or more instances in the layout <==
master           instances
a2111oi_0               46
a21oi_1                 68
a221oi_1                72
a22o_1                  86
a22oi_1                657
and3_1                 146
buf_4                  216
clkbuf_1                24
clkbuf_16              112
clkbuf_8                23
clkdlybuf4s50_1        138
clkinv_2                15
dfrtp_1                992
diode_2                 27
mux2_1                  25
mux2_2                 977
nand2_1                151
nand3_1                 75
nand3b_1                14
nand4_1                125
nor2_1                  33
nor2_4                  75
nor3_1                  36
nor4_1                  37
o21ai_0                 56
No activity file was given, so power comes from the tool's default toggle rates.
